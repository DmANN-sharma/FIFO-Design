==> /design/flow/design.v <==
`timescale 1ns / 1ps
    module Sync_FIFO( clk, rst, buf_in, buf_out, wr_en, rd_en, buf_empty, buf_full, fifo_counter );
input                 rst, clk, wr_en, rd_en;   
input [7:0]           buf_in;                   
output[7:0]           buf_out;                  
output                buf_empty, buf_full;      
output[3 :0] fifo_counter;             
reg[7:0]              buf_out;
reg                   buf_empty, buf_full;
reg[3 :0]    fifo_counter;
reg[3 -1:0]  rd_ptr, wr_ptr;            
reg[7:0]              buf_mem[( 1<<3 ) -1 : 0];  
always @(fifo_counter)
begin
   buf_empty = (fifo_counter==0);    
   buf_full = (fifo_counter== ( 1<<3 ));   
end
always @(posedge clk or posedge rst)
begin
   if( rst )
       fifo_counter <= 0;		 
   else if( (!buf_full && wr_en) && ( !buf_empty && rd_en ) )   
       fifo_counter <= fifo_counter;			 
   else if( !buf_full && wr_en )			 
       fifo_counter <= fifo_counter + 1;
   else if( !buf_empty && rd_en )		 
       fifo_counter <= fifo_counter - 1;
   else
      fifo_counter <= fifo_counter;			 
end
always @( posedge clk or posedge rst)
begin
   if( rst )
      buf_out <= 0;		 
   else
   begin
      if( rd_en && !buf_empty )
         buf_out <= buf_mem[rd_ptr];	 
      else
         buf_out <= buf_out;		
   end
end
always @(posedge clk)
begin
   if( wr_en && !buf_full )
      buf_mem[ wr_ptr ] <= buf_in;		 
   else
      buf_mem[ wr_ptr ] <= buf_mem[ wr_ptr ];
end
always@(posedge clk or posedge rst)
begin
   if( rst )
   begin
      wr_ptr <= 0;		 
      rd_ptr <= 0;		 
   end
   else
   begin
      if( !buf_full && wr_en )    
			wr_ptr <= wr_ptr + 1;		 
      else  
			wr_ptr <= wr_ptr;
      if( !buf_empty && rd_en )   
			rd_ptr <= rd_ptr + 1;		 
      else 
			rd_ptr <= rd_ptr;
   end
end
endmodule
==> /design/flow/run.sh <==
#!/bin/bash
# OpenROAD 26Q1-2900-gdf79404cd8, Yosys 0.63+post, stock flow scripts
make -C /OpenROAD-flow-scripts/flow DESIGN_CONFIG=/design/flow/config.mk WORK_HOME=/design/flow/orfs finish
==> /design/flow/config.mk <==
export PLATFORM = sky130hd
export DESIGN_NAME = Sync_FIFO
export DESIGN_NICKNAME = Sync_FIFO
export VERILOG_FILES = /design/flow/design.v
export SDC_FILE = /design/flow/constraint.sdc
export NUM_CORES = 4
export LEC_CHECK = 1
export CORE_UTILIZATION = 40
==> /design/flow/constraint.sdc <==
current_design Sync_FIFO

set clk_period 4.3
set clk_io_pct 0.2

create_clock -name clk0 -period $clk_period [get_ports {clk}]

set non_clock_inputs [all_inputs -no_clocks]
set_input_delay [expr $clk_period * $clk_io_pct] -clock clk0 $non_clock_inputs
set_output_delay [expr $clk_period * $clk_io_pct] -clock clk0 [all_outputs]
==> CHANGELOG.md <==
### Metrics

- Result of the run: completed
- Final period demand of the worst path: ~2.8 ns
- Cell count listed in synth_stat.txt: ~210
- Number of inserted diodes: 0
- Setup slack after placement: between 1.5 and 2 ns
- Setup Fix Bufs, Post-CTS: 0
- Clock tree from TritonCTS: done
- Setup total negative slack: 0 ns
- Setup violations, final: 0
- Count of tool warnings: 25
- PostCTS Resize Cnt: 0
- CTS root buf: sky130_fd_sc_hd__clkbuf_8
- Latest clock arrival within the worst-skew pair: 0.35 ns
- Flip-flop and latch count after synthesis: ~82
- Power density of the placed cells: between 600 and 700 nW/µm²
- Largest area contributor in the netlist: sky130_fd_sc_hd__edfxtp_1
- Yosys warning tally: 1
- Tally of filler cells in the layout: about 660
- Area figure in the yosys stat output: roughly 3300 µm²
- Global-route wire length before repair: 9100 µm
- Comb gate area: a little over 900 µm²
- IO Count: 26
- Share of flip-flops with an asynchronous set or reset: approximately 22%
- Category of the worst setup path capture point: primary output
- Flop area: approximately 2400 µm²
- Adder share: around 2.1%
- Clock sinks: around 80
- Clock Tree Buf Depth: 2
- Synth Flop Type: sky130_fd_sc_hd__edfxtp_1
- Die Area: about 8700 µm²
- Top logic cell family in the synthesized netlist: multiplexers
- Worst hold slack after final layout: slightly below 0.5 ns
- Average detailed-routed wire length per instance: around 16 µm
- R2R cell count: 8
- DRC: 0
- Slew of the pin with the lowest slew margin: 0.732 ns
- Total Power Consumption: about 2.5 mW
- Placement row count: 32
- First-pass iteration count of the detailed router: 4
- Critical path data arrival time: 1.96 ns
- Synth Area in Compound Gates: 6.07%
- Final global-route overflow total: 0
- 1st-iter DRT viols: roughly 73
- Worst max-slew margin expressed relative to the limit: around 51%
- ANT nets after route: 0
- Number of pins with negative max-slew slack in the final report: 0
- Die Ht: 93.1 µm
- Layout-stage area growth over the synthesis result: 17.5%
- Synth cell count leaders: sky130_fd_sc_hd__edfxtp_1 (64), sky130_fd_sc_hd__nand2_1 (19), sky130_fd_sc_hd__dfrtp_1 (18)
- Buffers on Ports: 25
- Number of global-route vias before repair: roughly 1800
- GRT Resource Usage Total: 14.7%
- HP Class: flop to flop
- Synth Cell Area: between 3000 and 4000 µm²
- Clock transition at path regs: approximately 0.080 ns
- Synthesized instance count: slightly above 200
- Post-synthesis average cell area: approximately 16 µm²
- Die width: about 93 µm
- Yosys cell types: 30
- Synth Area in Simple Gates: 5.88%
- Most area-consuming cells after synthesis: sky130_fd_sc_hd__edfxtp_1 (58%), sky130_fd_sc_hd__dfrtp_1 (14%), sky130_fd_sc_hd__mux2_2 (5.4%)
- Max Cap Viol: 0
- Startpoint Class: flop
- Mux contribution to synthesized area: approximately 11%
- Count of hold-fix buffers inserted at cts: 0
- Worst Setup Path Type: flop to primary output
- Number of levels the H-tree was split into: 3
- Starting utilization of the core area: between 40 and 50%
- Final number of hold-violating endpoints: 0
- Largest voltage drop on the vdd net: between 0.2 and 0.25 mV
- Post-Place Cells: approximately 330
- RD Place Congestion: roughly 0.76
- LEAKAGE: between 1 and 1.5 nW
- Min setup slack post-route: 1.48 ns
- Post-route fraction of the period consumed by the critical path: 65.5%
- Number of cells on the worst hold path: 2
- Largest net degree at the start of global routing: 35
- Post-route insts no fill: 349
- Drt total wl: 5660 µm
- Half-perimeter wire length after detailed placement: between 3000 and 4000 µm
- Core box area: 7890 µm²
- Ratio of routed vias to standard cells: between 5 and 6
- Max Fclk: 355 MHz
- Share of final-layout standard cells stronger than drive strength 1: around a fifth
- Routed vias: between 1500 and 2000
- Clock buffers created by TritonCTS: 9
- Skew final: just over 0.009 ns
- Number of synthesized flops with an enable pin: between 60 and 70
- XOR/XNOR Fraction of Synth Area: roughly 1.8%
- CP Data Required Time: about 3.4 ns
- Sequential area share after synthesis: a little under three quarters
- Top-count cell post-synth: sky130_fd_sc_hd__edfxtp_1
- Area share of the largest cell type after synthesis: 57.9%
- Critical Path Fanout Max: 7
- Initial antenna violation count: 0
- RSZ-0062 raised after global routing: false
## per-layer routing
| metal | track usage (%) | vias up | routed length (µm) |
|---|---|---|---|
| met5 | 0 | - | 0 |
| met4 | 3.08 | 0 | 126 |
| met3 | 3.64 | 12 | 254 |
| met2 | 21.1 | 43 | 2460 |
| met1 | 25.1 | 859 | 2810 |
| li1 | - | 861 | - |
## through the flow
step,instance area [µm²],utilization (%)
global placement,3720,47.2
CTS,3900,49.4
global route,3900,49.4
finish,3900,49.4
floorplan,3320,-
detailed placement,3720,47.2
## registers in the layout, indices dropped and copies added (netlist names)
register	cells
buf_mem	64
fifo_counter	4
buf_out	8
wr_ptr	3
rd_ptr	3
## worst max-delay path: stages (launching register included)
cell	delay (ns)
sky130_fd_sc_hd__dfrtp_1	0.49
sky130_fd_sc_hd__or4b_4	0.60
sky130_fd_sc_hd__inv_1	0.07
sky130_fd_sc_hd__clkdlybuf4s50_1	0.45
## report_power, final
part / switching, mW / internal, mW / leakage [nW] / total, mW
registers: 0.120 / 1.04 / 0.794 / 1.16
logic: 0.380 / 0.433 / 0.525 / 0.812
clock network: 0.285 / 0.213 / 0.0822 / 0.498
## kinds of logic after synthesis
family / after synthesis
buf+inv: 11
xor+xnor: 7
fa+ha+maj: 5
simple gates: 39
compound gates: 29
mux: 34
flops: 82
## layout make-up
cell class              instances  area share (%)
inverters                       3           0.289
clock inverters                 7            1.38
well taps                     102            3.27
flip-flops and latches         82            60.8
repair buffers                 32            7.77
multi-input cells             114            23.3
clock buffers                   9            3.18
## final timing paths
check                                     start         endpoint  slack, ns
worst min register to register       buf_out[3]       buf_out[3]       0.49
worst min-delay path                 buf_out[3]       buf_out[3]       0.49
max in group asynchronous                   rst       buf_out[5]       2.96
worst max-delay path            fifo_counter[0]         buf_full       1.48
min in group asynchronous                   rst       buf_out[4]       0.91
worst max register to register  fifo_counter[0]  fifo_counter[3]       1.75
## cell usage in the layout (no fill, tap or decap), drive strengths merged, types with 8 or more instances in the layout
master         Yosys  routed
o22ai              8       8
dfrtp             18      18
edfxtp            64      64
nand2             19      19
a221o              8       8
clkbuf             0       9
mux2i             17      17
o21ai              8       8
mux2              17      17
clkdlybuf4s50      0      25
Power figures rest on the tool's default switching activity, not on a simulated workload.
