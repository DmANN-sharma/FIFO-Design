<file path="/design/flow/run.sh">
#!/bin/bash
# OpenROAD 26Q1-2900-gdf79404cd8, Yosys 0.63+post, stock flow scripts
make -C /OpenROAD-flow-scripts/flow DESIGN_CONFIG=/design/flow/config.mk WORK_HOME=/design/flow/orfs finish
</file>
<file path="/design/flow/design.v">
`timescale 1ns/1ns
module fifo_mem 
    #(parameter DATA_WIDTH = 8,
      parameter ADDR_SIZE  = 4)
    (
        output reg [DATA_WIDTH-1:0] rd_data,
        input                       rd_ena,
        input                       wrt_clk,
        input  [DATA_WIDTH-1:0]     wrt_data,
        input  [ADDR_SIZE-1:0]      wrt_addr,
        input  [ADDR_SIZE-1:0]      rd_addr,
        input                       wrt_ena,
        input                       wrt_full
    );
    localparam DEPTH = 1 << ADDR_SIZE;
    reg [DATA_WIDTH-1:0] mem [0:DEPTH-1];
    always @(posedge wrt_clk) begin    
        if (wrt_ena && !wrt_full) 
            mem[wrt_addr] <= wrt_data;
    end
    always @(*) begin      
        if (rd_ena)
            rd_data = mem[rd_addr];
        else
            rd_data = 0;
    end
endmodule
</file>
<file path="/design/flow/constraint.sdc">
current_design fifo_mem

set clk_period 2.5
set clk_io_pct 0.2

create_clock -name clk0 -period $clk_period [get_ports {wrt_clk}]

set non_clock_inputs [all_inputs -no_clocks]
set_input_delay [expr $clk_period * $clk_io_pct] -clock clk0 $non_clock_inputs
set_output_delay [expr $clk_period * $clk_io_pct] -clock clk0 [all_outputs]
</file>
<file path="/design/flow/config.mk">
export PLATFORM = sky130hd
export DESIGN_NAME = fifo_mem
export DESIGN_NICKNAME = fifo_mem
export VERILOG_FILES = /design/flow/design.v
export SDC_FILE = /design/flow/constraint.sdc
export NUM_CORES = 4
export LEC_CHECK = 1
export CORE_UTILIZATION = 40
</file>
==> ds_physical_params.txt <==
Physical implementation characteristics

Parameter                              Value

Synth
  Cells taking the most area after synthesis    edfxtp_1, mux2i_1, mux4_2
  Number of synthesis warnings    1
  Post-synthesis cell count    283
  Synth cell types    26
  Sequential cell area fraction in the yosys report    0.7493
  Post-synth regs    128
  Average cell area after synthesis    18.13 sq um
  Portion of synthesized cell area occupied by the leading cell type    0.7493
  Synthesized chip area reported by yosys    0.005130 sq mm
  Summed instance area of the synthesized netlist    0.005130 sq mm
  # Cells Yosys    283
  Leading area contributor after synthesis    edfxtp_1

Setup path
  Critical path launch point type    input pin
  Critical setup path kind    in -> out
  CP Launch Point    rd_addr[1]
  Top fanout value on the critical path    5
  Kind of capture point of the worst setup path    primary output
  Required time worst endpoint    2000 ps
  Endpoint arrival time on the critical path    1920 ps

CTS
  Clock buffer count from CTS    17
  Clock Tree Buf Depth    2
  Clock sinks    128
  Register clock-pin slew on the reported worst setup and hold paths    50 ps
  Total number of H-tree levels    4
  Library cell used as clock root buffer    clkbuf_16
  CTS tree    done
  Hold buffer count at CTS    0

Finish
  Multi-input gate area in the final layout    0.001284 sq mm
  Fill cell total of the finished layout    972
  Layout cells sized above 1    0.2757
  Final design instance area without fill    0.006614 sq mm
  Post-route core utilization    0.5262
  Signed area change from the synthesized netlist to the final layout    28.93%
  Number of flip-flops under the largest register name    128
  Top Registers    mem x128
  Area used by sequential logic in the layout    0.003844 sq mm
  Largest Register    mem
  Non-filler cells, final    542

Placement
  Gpl congestion    0.8370
  Placed cell area    0.005838 sq mm
  Placed cell count    506
  Post-detail-place hpwl    7168 microns
  Port buffer count    27

Run status
  Status    completed

Power
  Int Pwr    3986 uW
  Worst VDD drop    458.4 uV
  Power Total    4954 uW
  Portion of total power attributed to sequential cells    0.484
  Logic pwr share    0.069
  Leakage dissipation    0.002391 uW
  Power density of the placed cells    749.1 mW/mm^2
  Proportion of total power due to net switching    0.1954
  Switching power total    968.3 uW
  Relative contribution of the clock network to total power    0.448

Global routing
  Number of global-route vias before repair    2839
  Initial antenna violation count    0
  Aggregate global routing overflow    0
  Total Routing Usage GR    0.1977
  Largest net degree at the start of global routing    17
  Global-route wire length before repair    16840 microns

Route
  Antenna Violating Nets Remaining    0
  Number of vias in the routed layout    2720
  Total routed wirelength    11100 microns
  Starting DRC count in detailed routing    180
  Wirelength per Cell    20.49 microns
  Drt first pass iters    4
  Number of remaining DRC errors    0
  Number of vias per cell after detailed routing    5.018
  Number of antenna cells inserted    0

Run
  Count of warning messages emitted by the tools    26
  Number of maximum-capacitance violations    0

Floorplan
  Top-level I/O count    28
  Row count    41
  Die y size    115.2 microns
  Horizontal extent of the die    115.2 microns
  Total core area    0.01257 sq mm
  Floorplan utilization    0.4082
  Total die area    0.01328 sq mm

Final timing
  RSZ-0062 raised after global routing    false
  Maximum operating frequency    412.5 MHz
  Final setup violation count    0
  Hold violation count in the final report    0
  Tcrit/Tclk final    0.9697
  Setup_tns    0 ps
  Worst Tran Pin Value    674.5 ps
  Clock period minus final worst setup slack    2424 ps
  Max-Slew Margin vs Limit    0.5489
  Max Transition Viols Final    0

Worst hold path
  Min-Delay Path Class    in -> reg
  Worst Hold Launch    wrt_data[2]
==> synthesized netlist by cell type <==
cell type  count
or3_1          1
o31ai_1        1
nand4b_1       1
a21oi_1        1
a22o_1         1
mux2i_1       48
clkbuf_2       1
nor3_1         4
buf_6          1
a22oi_1       20
o211ai_1       2
nand2b_1       8
mux4_2         7
buf_12         3
edfxtp_1     128
nand2_1       12
nand3_1        7
buf_4          1
clkbuf_8       1
buf_2          6
and2_1         1
nor2b_1        4
mux4_1         1
nor2_1        15
o21ai_1        6
a22oi_2        2
==> power by group through the flow <==
stage     Sequential (uW)  Combinational [uW]  Clock (uW)
6_report             2400                 340        2220
4_1_cts              2400                 335        2250
5_1_grt              2400                 366        2340
==> critical path: stages <==
cell,delay (ps)
buf_2,140
buf_6,140
nor2b_4,140
buf_6,130
a22oi_2,180
nand2_2,90
o21ai_2,130
clkdlybuf4s50_1,470
==> kinds of logic after synthesis <==
group	Yosys count	share of synthesized area
buffers and inverters	13	0.02488
and+or+nand+nor	53	0.04927
DFF	128	0.7493
muxes	56	0.1295
AOI/OAI and AO/OA	33	0.04707
==> worst paths after layout <==
kind,endpoint,slack [ps],cells past startpoint
setup / recovery,rd_data[6],80,8
hold / removal,mem[3][2],890,2
==> metal layers <==
metal	global-route usage	vias to the layer above	wire, microns
met5	0	-	0
met4	0.02338	0	186
met3	0.1051	17	1171
met2	0.2920	105	5219
met1	0.2936	1314	4526
li1	-	1284	-
==> layout make-up <==
cell class / count / area share
tap: 172 / 0.03254
clock buffer: 19 / 0.06546
sequential: 128 / 0.5812
clock inverter: 11 / 0.01495
multi-input combinational: 142 / 0.1941
timing repair buffer: 70 / 0.1118
==> timing repair <==
action                                  in CTS  in global routing
endpoints found under the setup margin       8                  4
pin swaps                                   10                  5
resized                                     42                 11
gates cloned                                 2                  0
buffers inserted                             1                  4
==> layout by cell type, fill, tap and decap left out, types with 2 or more instances in the layout <==
| cell | n |
|---|---|
| buf_6 | 4 |
| clkbuf_16 | 17 |
| buf_2 | 2 |
| clkinv_1 | 5 |
| a22oi_2 | 8 |
| clkbuf_1 | 2 |
| nand2_1 | 11 |
| edfxtp_1 | 128 |
| dlymetal6s2s_1 | 2 |
| clkdlybuf4s50_1 | 17 |
| nor2b_4 | 2 |
| mux4_2 | 7 |
| nand2b_4 | 5 |
| a22oi_1 | 14 |
| buf_4 | 29 |
| nor2_1 | 14 |
| o21ai_1 | 5 |
| clkinv_2 | 4 |
| o211ai_1 | 2 |
| nor3_1 | 4 |
| mux2i_1 | 47 |
| buf_12 | 9 |
| dlygate4sd2_1 | 5 |
| nand2b_1 | 3 |
| nand3_2 | 4 |
| nand3_1 | 3 |
| bufinv_16 | 2 |
==> through the flow <==
stage	setup slack, ps	hold WS [ps]
2_1_floorplan	498.9	598.9
3_3_place_gp	-704.1	1316
3_5_place_dp	-663.5	1323
4_1_cts	-42.54	887.8
5_1_grt	3.853	888.2
6_report	75.67	887.2
Power is estimated from default activity; no workload was simulated.
