===== /design/flow/run.sh =====
#!/bin/bash
# OpenROAD 26Q1-2900-gdf79404cd8, Yosys 0.63+post, stock flow scripts
make -C /OpenROAD-flow-scripts/flow DESIGN_CONFIG=/design/flow/config.mk WORK_HOME=/design/flow/orfs finish

===== /design/flow/constraint.sdc =====
current_design read_pointer_generation

set clk_period 3.4
set clk_io_pct 0.2

create_clock -name clk0 -period $clk_period [get_ports {rd_clk}]

set non_clock_inputs [all_inputs -no_clocks]
set_input_delay [expr $clk_period * $clk_io_pct] -clock clk0 $non_clock_inputs
set_output_delay [expr $clk_period * $clk_io_pct] -clock clk0 [all_outputs]

===== /design/flow/design.v =====
`timescale 1ns/1ns
module read_pointer_generation
    #(parameter ADDR_SIZE = 4)
    (
        output reg              rd_empty,
        output [ADDR_SIZE-1:0]  rd_addr,
        output reg [ADDR_SIZE:0] rd_ptr,
        input  [ADDR_SIZE:0]    sync_wrt_ptr,
        input                   rd_ena,
        input                   rd_clk,
        input                   rd_rst
    );
    reg  [ADDR_SIZE:0] rd_bin;
    wire [ADDR_SIZE:0] rd_bin_nxt, rd_gray_nxt;
    wire              rd_empty_val;
  always @(posedge rd_clk or posedge rd_rst) begin
    if (rd_rst) begin
        rd_bin <= 0;
        rd_ptr <= 0;
        rd_empty <= 1'b1;
    end else begin
        rd_bin <= rd_bin_nxt;
        rd_ptr <= rd_gray_nxt;
        rd_empty <= rd_empty_val;
    end
end
    assign rd_bin_nxt = rd_bin + (rd_ena & ~rd_empty);
    assign rd_gray_nxt = rd_bin_nxt ^ (rd_bin_nxt >> 1);
    assign rd_empty_val = (sync_wrt_ptr == rd_gray_nxt);
    assign rd_addr = rd_bin[ADDR_SIZE-1:0];
endmodule

===== /design/flow/config.mk =====
export PLATFORM = sky130hd
export DESIGN_NAME = read_pointer_generation
export DESIGN_NICKNAME = read_pointer_generation
export VERILOG_FILES = /design/flow/design.v
export SDC_FILE = /design/flow/constraint.sdc
export NUM_CORES = 4
export LEC_CHECK = 1
export CORE_AREA = 10 10 70 70
export DIE_AREA = 0 0 80 80

==> notes.md <==
yosys + openroad results -> Clk pin slew, worst setup/hold paths 70 ps, power per cell area 911 nW/um^2, worst path required time 3570 ps, Syn Area/Cell 10.2 sq um, Synth Instances 59, fill cell count 381, ANT cells 0, # Cells Yosys 59, Slew @ Worst Pin 386 ps, DRT Pass-1 Iters 4, setup_tns 0 ps, total core area 3420 sq um, Vias per Instance 3.84, ys flop type dfrtp_1, GRT overflow 0, Layout Skew 4.99 ps, Logic cell area 320 sq um, global-route wire length before repair 2310 um, data arrival time of the worst path 2880 ps, max-slew violation count 0, Clock Latency Late Sink 270 ps, H-tree levels 1, Critical Path Start Type input port, Hold/Removal Path Class reg -> reg, status finished, final reports clean, fin crit period 2710 ps, CP endpoint kind flop, Synth Seq Share 0.417, MaxCap Viol Count 0, setup bufs post-CTS 0, Placer Congestion 0.742, initial antenna violation count 0, Log Warnings 25, ys flops 10, Final Setup Violations 0, number of enable flip-flop cells 0, Iter 0 DRT Violations 18, Yosys Chip Area 603 sq um, yosys warns 1, Tcrit/Tclk final 0.798, Post-synth top cells dfrtp_1 (9), xnor2_1 (5), xor2_1 (5), clock root cell clkbuf_4, vias in the first global route 514, Synth-to-Final Area Change 41.7%, Final Power 0.000779 W, Final Hold Viols 0, distinct cell type count after synthesis 28, Yosys top cell by instances dfrtp_1, post-CTS sizing 0, average wire per standard cell 10.9 um, pin count of the biggest net entering global routing 12, Routed Antenna Nets 0, RSZ-0062 raised after global routing no, Sw Share 0.369, clock power share 0.141, P_sw 0.000287 W, fp util 0.177, Final Routed Wirelength 1350 um, # DRC 0, CTS tree built, DP HPWL 1060 um, DR vias 476, die height 80 um, FF/Latch Area 251 sq um, fmax 368 MHz, Comb power frac 0.537, Rows 21, critical path type in -> reg, # IOs 18, leakage power 0.344 nW, chip area 6400 sq um, Max-area cell share 0.373, Slew HR 0.743, synthesized cell area 603 sq um, CTS buffer count 3, synth top area cells dfrtp_1 (37%), xnor2_1 (7.3%), xor2_1 (7.3%), dfstp_2 (4.4%), ha_1 (4.1%), Die Wd 80 um, Flop pwr share 0.323, CP max FO 6, cell type with the largest total area dfrtp_1, Peak VDD IR 357 uV, layout cell share with drive strength beyond 1 0.103, count of input and output buffers 17, Pint 0.000491 W, Total Routing Usage GR 0.0442, Hold Buf Count CTS 0, Clock Sinks 10, Async SR Flop Fraction 1.00, CTS max path bufs 2
[per-stage QoR]
step                       util  area (sq um)  cells  hold WS (ps)  setup slack [ps]
after floorplan               -           603     59           519              1020
after global placement    0.240           818    120           573               445
after detailed placement  0.240           818    120           583               448
after CTS                 0.250           855    124           599               698
after global routing      0.250           855    124           635               492
final                     0.250           855    124           594               686
[power by group through the flow]
stage | clock (W) | sequential, W | combinational (W)
after global routing | 0.000116 | 0.000266 | 0.000475
final | 0.000110 | 0.000251 | 0.000418
after CTS | 0.000112 | 0.000252 | 0.000428
[kinds of logic (layout without fill, tap and decap cells)]
group / Yosys count / count (layout) / synth area share
AND/OR/NAND/NOR: 16 / 16 / 0.149
AND-OR/OR-AND: 12 / 12 / 0.141
XOR/XNOR: 12 / 12 / 0.199
flip-flops: 10 / 10 / 0.417
buffers and inverters: 7 / 26 / 0.0519
adder cells (fa/ha/maj): 2 / 2 / 0.0415
[placed cells by master, fill, tap and decap left out, drive strengths merged]
cell and count:
and2 1, nor3 1, and4b 2, a21oi 2, xor2 6, clkdlybuf4s50 17
a2111oi 1, xnor2 6, nor2 2, nand2b 2, a31oi 1, nand3 3
a22oi 2, nor2b 1, o221ai 2, nand2 3, and3 1, o21ai 3
ha 2, o22ai 1, inv 4, clkbuf 4, clkinv 1, dfrtp 9
dfstp 1
[worst paths after layout]
| path | end | cells past startpoint | slack (ps) | startpoint |
|---|---|---|---|---|
| max in group asynchronous | rd_empty | 2 | 2390 | rd_rst |
| setup / recovery | rd_empty | 9 | 690 | rd_ena |
| setup reg to reg | rd_empty | 8 | 1080 | rd_empty |
| hold / removal | rd_bin[0] | 1 | 590 | rd_bin[0] |
| hold reg to reg | rd_bin[0] | 1 | 590 | rd_bin[0] |
| min in group asynchronous | rd_bin[3] | 2 | 700 | rd_rst |
[worst max-delay path, cell delays in order]
cell and delay (ps):
clkdlybuf4s50_1 440, nor2b_1 120, ha_1 240, ha_1 320, xor2_2 290, xor2_1 210, and3_1 190, o21ai_1 80
a2111oi_2 300
[metal layers]
layer  wire (um)  global-route usage
met3          87              0.0170
met1         645              0.0519
met2         604              0.0746
met4          12             0.00880
met5           0                   0
[final cells by class]
| cell class | count | share of cell area |
|---|---|---|
| clock buffer | 4 | 0.0425 |
| inverter | 5 | 0.0220 |
| multi-input combinational | 42 | 0.375 |
| sequential | 10 | 0.294 |
| tap | 46 | 0.0673 |
| timing repair buffer | 17 | 0.199 |
[sequential cells by signal, indices dropped and copies added, names as in the netlist]
name and count:
rd_bin 4, rd_empty 1, rd_ptr 5
Power figures rest on the tool's default switching activity, not on a simulated workload.
